==> design.v <==
`timescale 1ns/100ps
`default_nettype none
module MU0_Alu (
               input  wire [15:0]  X, 
               input  wire [15:0]  Y, 
               input  wire [1:0]   M, 
               output reg  [15:0]  Q
	       );
always @ (*)
  case(M)
    2'b01: Q = X + Y;
    2'b11: Q = X + ~Y + 1;
    2'b10: Q = X + 0 + 1;
    2'b00: Q = Y;
	default: Q = 16'hxxxx;
  endcase
endmodule 
`default_nettype wire
`timescale 1ns/100ps
`default_nettype none
module MU0_Datapath(
input  wire        Clk,			 
input  wire        Reset,		 
input  wire [15:0] Din,			 
input  wire        X_sel,		 
input  wire        Y_sel,		 
input  wire        Addr_sel,	 
input  wire        PC_En,		 
input  wire        IR_En,		 
input  wire        Acc_En,		 
input  wire [1:0]  M,			 
output wire [3:0]  F,			 
output wire [11:0] Address,		 
output wire [15:0] Dout,		 
output wire        N,  			 
output wire        Z,  			 
output wire [15:0] PC,			 
output wire [15:0] Acc);		 
wire [15:0] X;		 
wire [15:0] IR;		 
wire [15:0] Y;		 
wire [15:0] ALU;	 
wire [15:0] Acc_internal;	 
wire [11:0] PC_internal;
assign Acc = Acc_internal;
assign PC = {4'b0000, PC_internal[11:0]};
assign Dout = X;
assign F = IR[15:12];
MU0_Reg16 ACCReg(
.Clk(Clk),				 
.Reset(Reset),			 
.En(Acc_En),			 
.D(ALU[15:0]),    		 
.Q(Acc_internal[15:0])   
);
MU0_Reg12 PCReg(
.Clk(Clk),				 
.Reset(Reset),			 
.En(PC_En),				 
.D(ALU[11:0]),    		 
.Q(PC_internal[11:0])    
);
MU0_Reg16 IRReg(
.Clk(Clk),				 
.Reset(Reset),			 
.En(IR_En),				 
.D(Din),    			 
.Q(IR[15:0])     		 
);
MU0_Mux16 XMux(
.A(Acc_internal[15:0]),				 
.B({4'b0000, PC_internal[11:0]}),	 
.S(X_sel),							 
.Q(X)								 
);
MU0_Mux12 AddrMux(
.A(PC_internal[11:0]),	 
.B(IR[11:0]),		 
.S(Addr_sel),		 
.Q(Address)			 
);
MU0_Mux16 YMux(
.A(Din),			 
.B(IR[15:0]),		 
.S(Y_sel),			 
.Q(Y)				 
);
MU0_Alu Main_ALU(
.X(X),				 
.Y(Y),				 
.M(M),				 
.Q(ALU)				 
);
MU0_Flags Main_flags(
.Acc(Acc_internal[15:0]),  
.N(N), 					   
.Z(Z)					   
);
endmodule 
`default_nettype wire
`timescale 1ns/100ps
`default_nettype none
module MU0_Flags (
input  wire [15:0]  Acc, 
output reg          N, 
output reg          Z
);
always @(*)
 begin
   Z = ~|Acc;      
   N = Acc[15];    
 end
endmodule 
`default_nettype wire
`timescale 1ns/100ps
`default_nettype none
module MU0_Mux12 (
input  wire [11:0] A, 
input  wire [11:0] B, 
input  wire        S, 
output reg  [11:0] Q);
always @ (*)
  case(S)
    0: Q = A;
	1: Q = B;
    default: Q = 12'bxxxx_xxxx_xxxx;
  endcase
endmodule 
`default_nettype wire
`timescale 1ns/100ps
`default_nettype none
module MU0_Mux16 (
input  wire  [15:0] A, 
input  wire  [15:0] B, 
input  wire         S, 
output reg  [15:0]  Q
);
always @ (*)
  case(S)
    0: Q = A;
	1: Q = B;
    default: Q = 16'bxxxx_xxxx_xxxx_xxxx;
  endcase
endmodule 
`default_nettype wire
`timescale 1ns/100ps
`default_nettype none
module MU0_Reg12 (
input  wire        Clk, 
input  wire        Reset,     
input  wire        En, 
input  wire [11:0] D, 
output reg  [11:0] Q
);
reg [11:0] temp_Q;
always @ (posedge Clk)
  if (En)
	temp_Q <= D;
  else
    temp_Q <= Q;
always @ (*)
  if (Reset == 1'b1)
  	Q = 12'b0000_0000_0000;
  else
    Q = temp_Q;
endmodule 
`default_nettype wire
`timescale 1ns/100ps
`default_nettype none
module MU0_Reg16 (
input  wire        Clk, 
input  wire        Reset,     
input  wire        En, 
input  wire [15:0] D, 
output reg  [15:0] Q
);
reg [15:0] temp_Q;
always @ (posedge Clk)
  if (En)
	temp_Q <= D;
  else
    temp_Q <= Q;
always @ (*)
  if (Reset == 1'b1)
  	Q = 16'b0000_0000_0000_0000;
  else
    Q = temp_Q;
endmodule 
`default_nettype wire
==> run.sh <==
#!/bin/bash
# OpenROAD 26Q1-2900-gdf79404cd8, Yosys 0.63+post, stock flow scripts
make -C /OpenROAD-flow-scripts/flow DESIGN_CONFIG=/design/flow/config.mk WORK_HOME=/design/flow/orfs finish
==> config.mk <==
export PLATFORM = sky130hd
export DESIGN_NAME = MU0_Datapath
export DESIGN_NICKNAME = MU0_Datapath
export VERILOG_FILES = /design/flow/design.v
export SDC_FILE = /design/flow/constraint.sdc
export NUM_CORES = 4
export LEC_CHECK = 1
export CORE_UTILIZATION = 50
==> constraint.sdc <==
current_design MU0_Datapath

set clk_period 8.7
set clk_io_pct 0.2

create_clock -name clk0 -period $clk_period [get_ports {Clk}]

set non_clock_inputs [all_inputs -no_clocks]
set_input_delay [expr $clk_period * $clk_io_pct] -clock clk0 $non_clock_inputs
set_output_delay [expr $clk_period * $clk_io_pct] -clock clk0 [all_outputs]
==> notes.md <==
Notes on the flow outputs.

- The final max-slew violation count recorded for this run is 0.
- The total of hold buffers inserted after clock tree synthesis reads 0.
- The worst setup slack after placement reads roughly 2.6 ns.
- The number of hold violations in the final report is 0.
- The logic area is 3430 sq um.
- The timing report gives the worst reg2reg path a setup slack of just under 5 ns.
- The minimum clock period reads 5.84 ns.
- The number of global-route vias before repair is 4,136.
- The yosys cell count reads 575.
- The maximum achievable frequency is 0.171 GHz.
- The total congestion overflow after global routing reads 0.
- The tally of buffers added on design ports is between 80 and 90.
- The repair_antennas step left the layout with diodes totalling 0.
- The initial cell density of the core is 51.8%.
- The capturing element type of the critical path is an output port.
- The commonest register cell after synthesis is dfxtp_1.
- The number of warnings in the stage logs reads 28.
- For this run, the detailed router reports a per-instance via density of 5.86.
- After clock tree synthesis, the clock-pin slew on the worst setup and hold paths is 0.07 ns.
- The number of buffers added by the clock tree synthesis step is 5.
- The post-synthesis async set-or-reset flop share is 0%.
- The length in cells of the worst reg-to-reg path is 13.
- The TritonCTS clock tree reads done.
- The number of antenna violations at the first check in global routing is 0.
- 92 I/O pins were placed.
- The final-layout setup total negative slack is 0 ns.
- The summed standard-cell area reported by yosys is 4520 sq um.
- Per the detail_route report, routed wire per instance is 17.9 um.
- The critical path contains buffers and inverters numbering 3 combined.
- The slew check shows that the tightest pin keeps a relative margin of a little under half.
- The area added between synthesis and finish reads 21.6%.
- The slew of the pin with the lowest slew margin is around 0.8 ns.
- For this design the ratio of total power to cell area is 135 nW/um^2.
- The register area is 881 sq um.
- For the worst setup path, the data arrival time is 4.10 ns.
- The largest net degree at the start of global routing is 50.
- The global-route wire length before repair is 21,200 um.
- The number of vias in the routed layout reads 4,410.
- The worst path meets setup with between 2 and 3 ns of slack.
- The highest fanout seen on the critical path reads 49.
- The layout cell share with drive strength beyond 1 is 9.63%.
- The Yosys warning count reads 6.
- After synthesis, the netlist uses roughly 75 different library cells.
- The number of inserted filler cells in the final layout reads 755.
- According to the report, the first pass of detailed routing completed in 4 iterations.
- Tracing the worst setup path back leads to its startpoint at Reset.
- The total wirelength of the detailed-routed design reads 13,500 um.
- The number of sinks on the clock net is 44.
- The type recorded for the worst min-delay path is reg2reg.
- The type of the worst setup path is in2out.
- The clock latency on the worst-skew pair is 0.29 ns.
- The worst-case clock skew reads slightly below 0.008 ns.
- Each instance of the synthesized netlist takes up on average about 8 sq um.
- The capture point of the worst register-to-register path is recorded as ACCReg.temp_Q[14].
- Nets still carrying antenna violations after routing amount to 0.
- Per the timing report, the most critical flop-to-flop path originates at IRReg.temp_Q[0].
- The floorplan step defined a die boundary enclosing 9430 sq um.
- The data required time of the critical path reads 6.96 ns.
- The longest incremental delay of any stage on the critical path is reported as 0.57 ns.
- The slowest cell on the critical path is buf_2.
- The post-synthesis sequential element count is 44.
- The total number of cells along the worst setup path is 6.
- The post-cts repair resize count reads 0.
- In this run the maximum-capacitance check reported violations numbering 0.
- The final clock period utilization by the worst path is 67.2%.
- The launching element type of the critical path reads an input port.
- The run finished with clean final reports.
- The maximum ir drop on the vdd rail reads between 0.00006 and 0.00007 V.
- The cell row count reads 34.
- The vertical die size reads 97.1 um.
- The end point of the critical path reads Z.
- The final weighted congestion in routability-driven placement is 0.983.
- Looking at the clock tree report, the maximum root-to-sink buffer count equals 2.
- The proportion of synthesized chip area in sequential cells reads roughly a fifth.
- The largest delay contributor family on the critical path is buffers and inverters.
- The total standard cell area after synthesis reads 4520 sq um.
- Listed in order, past its start point the critical path passes buf_2, buf_4, nor2b_1, nor4_1, and4_1, clkdlybuf4s50_1.
- The number of DRC markers after the initial detailed-route iteration reads 169.
- The core box area is 8720 sq um.
- The number of remaining DRC errors is 0.
- The overall track demand over capacity in global routing reads 28.9%.
- The count of flip-flops with a built-in enable after synthesis reads 0.
- The final number of setup-violating endpoints is 0.
- The instance count of the mapped netlist reads approximately 580.
- The static leakage is 0.00223 uW.
- The root buffer selected by CTS reads clkbuf_8.
- Looking at the clock tree report, the H-tree level count equals 2.
- The count of buffers added by post-CTS timing repair for setup reads 0.
- The half-perimeter wire length after placement is 10,400 um.
- Setup repair after global routing left no endpoint under its margin.
- The die is 97.1 um wide.
==> cells by family after synthesis <==
logic type,count (synthesis),synth area share [%]
AND-OR/OR-AND,137,22.0
XOR/XNOR,36,6.97
adder cells (fa/ha/maj),23,6.23
buffers and inverters,48,4.95
flip-flops,44,19.5
multiplexers,57,13.6
other,1,0.0830
AND/OR/NAND/NOR,229,26.7
==> Yosys cell counts, types with 8 or more instances <==
library cell	number	area (sq um)
nor2_1	71	267
nor2b_1	50	313
dfxtp_1	44	881
nand2_1	37	139
a21oi_1	34	170
mux2i_1	33	330
xnor2_1	27	236
o21ai_0	24	120
mux2_2	22	248
clkbuf_1	20	75.1
ha_1	20	250
inv_1	11	41.3
a31oi_1	10	62.6
nand2b_1	10	62.6
a21o_1	9	67.6
xor2_1	9	78.8
buf_4	8	60.1
nor4_1	8	50.1
==> cell type report <==
class	count	share of cell area [%]
Inverter	11	0.751
Multi-Input combinational cell	486	62.4
Timing Repair Buffer	96	17.0
Clock buffer	6	1.32
Tap cell	108	2.46
Clock inverter	1	0.0911
Sequential cell	44	16.0
==> flip-flops by register name (all words and copies together), names as in the netlist <==
signal         flops
IRReg.temp_Q      16
ACCReg.temp_Q     16
PCReg.temp_Q      12
==> where the power goes <==
group          internal [uW]  switching (uW)
Sequential               228            14.2
Combinational            184             197
Clock                   54.6            65.3
Total                    467             276
==> cells in the final DEF, fill, tap and decap left out, types with 5 or more instances in the layout <==
cell type / Yosys / routed
a21o_1: 9 / 9
a21oi_1: 34 / 34
a221oi_1: 7 / 7
a31oi_1: 10 / 10
buf_4: 8 / 9
clkbuf_8: 0 / 5
clkdlybuf4s50_1: 0 / 86
dfxtp_1: 44 / 44
ha_1: 20 / 20
inv_1: 11 / 11
mux2_2: 22 / 22
mux2i_1: 33 / 33
nand2_1: 37 / 37
nand2b_1: 10 / 10
nand3_1: 5 / 5
nor2_1: 71 / 71
nor2b_1: 50 / 50
nor3b_1: 6 / 6
nor4_1: 8 / 8
o21a_1: 5 / 5
o21ai_0: 24 / 24
or2_2: 5 / 5
or3_1: 7 / 7
xnor2_1: 27 / 27
xor2_1: 9 / 9
==> worst min-delay path: stages, from the launching register on <==
cell      delay [ns]
dfxtp_1         0.33
nand2b_1        0.06
o21ai_0         0.07
==> metrics by stage <==
step | cell area, sq um | hold slack, ns | cells | utilization (%) | total power, uW
after floorplan | 4530 | 0.458 | 578 | - | 497
after global placement | 5420 | 0.484 | 745 | 62.1 | 623
after global routing | 5500 | 0.549 | 752 | 63.0 | 791
after detailed placement | 5420 | 0.500 | 745 | 62.1 | 624
final | 5500 | 0.505 | 752 | 63.0 | 743
after CTS | 5500 | 0.508 | 752 | 63.0 | 744
==> layer usage <==
layer  global-route usage, %  vias up  share of wire, %
met5                       0        -                 0
met4                    10.1        0               3.6
met3                    3.59       27               4.3
met2                    50.9      124                50
met1                    36.6     2058                42
li1                        -     2201                 -
==> how the worst min path moves through the flow <==
stage	from	endpoint	slack, ns	cells after the start
CTS	IRReg.temp_Q[2]	IRReg.temp_Q[2]	0.51	2
global route	IRReg.temp_Q[4]	IRReg.temp_Q[4]	0.55	2
finish	IRReg.temp_Q[2]	IRReg.temp_Q[2]	0.51	2
Power is estimated from default activity; no workload was simulated.
